$ cat design.v
`timescale 1ns / 1ps
module mem_rom (
  input  wire       sel,
  input  wire [7:0] a,
  output wire [7:0] dout
  );
wire [7:0] dout_data;
assign dout = sel ? dout_data : 8'b0; 
assign dout_data = {
a == 8'h00 ? 8'h96 :
a == 8'h01 ? 8'h31 :
a == 8'h02 ? 8'hd6 :
a == 8'h03 ? 8'h35 :
a == 8'h04 ? 8'hdc :
a == 8'h05 ? 8'h35 :
a == 8'h06 ? 8'hde :
a == 8'h07 ? 8'h31 :
a == 8'h08 ? 8'h9e :
a == 8'h09 ? 8'h2f :
a == 8'h0a ? 8'h10 :
a == 8'h0b ? 8'hde :
a == 8'h0c ? 8'h33 :
a == 8'h0d ? 8'h10 :
a == 8'h0e ? 8'h9e :
a == 8'h0f ? 8'h35 :
a == 8'h10 ? 8'h86 :
a == 8'h11 ? 8'h45 :
a == 8'h12 ? 8'hc6 :
a == 8'h13 ? 8'h23 :
a == 8'h14 ? 8'hcc :
a == 8'h15 ? 8'hca :
a == 8'h16 ? 8'hfe :
a == 8'h17 ? 8'hce :
a == 8'h18 ? 8'hde :
a == 8'h19 ? 8'had :
a == 8'h1a ? 8'h8e :
a == 8'h1b ? 8'hbe :
a == 8'h1c ? 8'hef :
a == 8'h1d ? 8'h10 :
a == 8'h1e ? 8'hce :
a == 8'h1f ? 8'hba :
a == 8'h20 ? 8'hbe :
a == 8'h21 ? 8'h10 :
a == 8'h22 ? 8'h8e :
a == 8'h23 ? 8'hd0 :
a == 8'h24 ? 8'h0f :
a == 8'h25 ? 8'h12 :
a == 8'h26 ? 8'h20 :
a == 8'h27 ? 8'hfd :
a == 8'h28 ? 8'hcc :
a == 8'h29 ? 8'hde :
a == 8'h2a ? 8'had :
a == 8'h2b ? 8'h86 :
a == 8'h2c ? 8'hcf :
a == 8'h2d ? 8'h97 :
a == 8'h2e ? 8'h33 :
a == 8'h2f ? 8'hde :
a == 8'h30 ? 8'had :
a == 8'h31 ? 8'hbe :
a == 8'h32 ? 8'hef :
a == 8'h33 ? 8'hca :
a == 8'h34 ? 8'hfe :
a == 8'h35 ? 8'hba :
a == 8'h36 ? 8'hbe :
a == 8'h37 ? 8'h00 :
a == 8'h38 ? 8'h00 :
a == 8'h39 ? 8'h00 :
a == 8'h3a ? 8'h00 :
a == 8'h3b ? 8'h00 :
a == 8'h3c ? 8'h00 :
a == 8'h3d ? 8'h00 :
a == 8'h3e ? 8'h00 :
a == 8'h3f ? 8'h00 :
a == 8'h40 ? 8'h00 :
a == 8'h41 ? 8'h00 :
a == 8'h42 ? 8'h00 :
a == 8'h43 ? 8'h00 :
a == 8'h44 ? 8'h00 :
a == 8'h45 ? 8'h00 :
a == 8'h46 ? 8'h00 :
a == 8'h47 ? 8'h00 :
a == 8'h48 ? 8'h00 :
a == 8'h49 ? 8'h00 :
a == 8'h4a ? 8'h00 :
a == 8'h4b ? 8'h00 :
a == 8'h4c ? 8'h00 :
a == 8'h4d ? 8'h00 :
a == 8'h4e ? 8'h00 :
a == 8'h4f ? 8'h00 :
a == 8'h50 ? 8'h00 :
a == 8'h51 ? 8'h00 :
a == 8'h52 ? 8'h00 :
a == 8'h53 ? 8'h00 :
a == 8'h54 ? 8'h00 :
a == 8'h55 ? 8'h00 :
a == 8'h56 ? 8'h00 :
a == 8'h57 ? 8'h00 :
a == 8'h58 ? 8'h00 :
a == 8'h59 ? 8'h00 :
a == 8'h5a ? 8'h00 :
a == 8'h5b ? 8'h00 :
a == 8'h5c ? 8'h00 :
a == 8'h5d ? 8'h00 :
a == 8'h5e ? 8'h00 :
a == 8'h5f ? 8'h00 :
a == 8'h60 ? 8'h00 :
a == 8'h61 ? 8'h00 :
a == 8'h62 ? 8'h00 :
a == 8'h63 ? 8'h00 :
a == 8'h64 ? 8'h00 :
a == 8'h65 ? 8'h00 :
a == 8'h66 ? 8'h00 :
a == 8'h67 ? 8'h00 :
a == 8'h68 ? 8'h00 :
a == 8'h69 ? 8'h00 :
a == 8'h6a ? 8'h00 :
a == 8'h6b ? 8'h00 :
a == 8'h6c ? 8'h00 :
a == 8'h6d ? 8'h00 :
a == 8'h6e ? 8'h00 :
a == 8'h6f ? 8'h00 :
a == 8'h70 ? 8'h00 :
a == 8'h71 ? 8'h00 :
a == 8'h72 ? 8'h00 :
a == 8'h73 ? 8'h00 :
a == 8'h74 ? 8'h00 :
a == 8'h75 ? 8'h00 :
a == 8'h76 ? 8'h00 :
a == 8'h77 ? 8'h00 :
a == 8'h78 ? 8'h00 :
a == 8'h79 ? 8'h00 :
a == 8'h7a ? 8'h00 :
a == 8'h7b ? 8'h00 :
a == 8'h7c ? 8'h00 :
a == 8'h7d ? 8'h00 :
a == 8'h7e ? 8'h00 :
a == 8'h7f ? 8'h00 :
a == 8'h80 ? 8'h00 :
a == 8'h81 ? 8'h00 :
a == 8'h82 ? 8'h00 :
a == 8'h83 ? 8'h00 :
a == 8'h84 ? 8'h00 :
a == 8'h85 ? 8'h00 :
a == 8'h86 ? 8'h00 :
a == 8'h87 ? 8'h00 :
a == 8'h88 ? 8'h00 :
a == 8'h89 ? 8'h00 :
a == 8'h8a ? 8'h00 :
a == 8'h8b ? 8'h00 :
a == 8'h8c ? 8'h00 :
a == 8'h8d ? 8'h00 :
a == 8'h8e ? 8'h00 :
a == 8'h8f ? 8'h00 :
a == 8'h90 ? 8'h00 :
a == 8'h91 ? 8'h00 :
a == 8'h92 ? 8'h00 :
a == 8'h93 ? 8'h00 :
a == 8'h94 ? 8'h00 :
a == 8'h95 ? 8'h00 :
a == 8'h96 ? 8'h00 :
a == 8'h97 ? 8'h00 :
a == 8'h98 ? 8'h00 :
a == 8'h99 ? 8'h00 :
a == 8'h9a ? 8'h00 :
a == 8'h9b ? 8'h00 :
a == 8'h9c ? 8'h00 :
a == 8'h9d ? 8'h00 :
a == 8'h9e ? 8'h00 :
a == 8'h9f ? 8'h00 :
a == 8'ha0 ? 8'h00 :
a == 8'ha1 ? 8'h00 :
a == 8'ha2 ? 8'h00 :
a == 8'ha3 ? 8'h00 :
a == 8'ha4 ? 8'h00 :
a == 8'ha5 ? 8'h00 :
a == 8'ha6 ? 8'h00 :
a == 8'ha7 ? 8'h00 :
a == 8'ha8 ? 8'h00 :
a == 8'ha9 ? 8'h00 :
a == 8'haa ? 8'h00 :
a == 8'hab ? 8'h00 :
a == 8'hac ? 8'h00 :
a == 8'had ? 8'h00 :
a == 8'hae ? 8'h00 :
a == 8'haf ? 8'h00 :
a == 8'hb0 ? 8'h00 :
a == 8'hb1 ? 8'h00 :
a == 8'hb2 ? 8'h00 :
a == 8'hb3 ? 8'h00 :
a == 8'hb4 ? 8'h00 :
a == 8'hb5 ? 8'h00 :
a == 8'hb6 ? 8'h00 :
a == 8'hb7 ? 8'h00 :
a == 8'hb8 ? 8'h00 :
a == 8'hb9 ? 8'h00 :
a == 8'hba ? 8'h00 :
a == 8'hbb ? 8'h00 :
a == 8'hbc ? 8'h00 :
a == 8'hbd ? 8'h00 :
a == 8'hbe ? 8'h00 :
a == 8'hbf ? 8'h00 :
a == 8'hc0 ? 8'h00 :
a == 8'hc1 ? 8'h00 :
a == 8'hc2 ? 8'h00 :
a == 8'hc3 ? 8'h00 :
a == 8'hc4 ? 8'h00 :
a == 8'hc5 ? 8'h00 :
a == 8'hc6 ? 8'h00 :
a == 8'hc7 ? 8'h00 :
a == 8'hc8 ? 8'h00 :
a == 8'hc9 ? 8'h00 :
a == 8'hca ? 8'h00 :
a == 8'hcb ? 8'h00 :
a == 8'hcc ? 8'h00 :
a == 8'hcd ? 8'h00 :
a == 8'hce ? 8'h00 :
a == 8'hcf ? 8'h00 :
a == 8'hd0 ? 8'h00 :
a == 8'hd1 ? 8'h00 :
a == 8'hd2 ? 8'h00 :
a == 8'hd3 ? 8'h00 :
a == 8'hd4 ? 8'h00 :
a == 8'hd5 ? 8'h00 :
a == 8'hd6 ? 8'h00 :
a == 8'hd7 ? 8'h00 :
a == 8'hd8 ? 8'h00 :
a == 8'hd9 ? 8'h00 :
a == 8'hda ? 8'h00 :
a == 8'hdb ? 8'h00 :
a == 8'hdc ? 8'h00 :
a == 8'hdd ? 8'h00 :
a == 8'hde ? 8'h00 :
a == 8'hdf ? 8'h00 :
a == 8'he0 ? 8'h00 :
a == 8'he1 ? 8'h00 :
a == 8'he2 ? 8'h00 :
a == 8'he3 ? 8'h00 :
a == 8'he4 ? 8'h00 :
a == 8'he5 ? 8'h00 :
a == 8'he6 ? 8'h00 :
a == 8'he7 ? 8'h00 :
a == 8'he8 ? 8'h00 :
a == 8'he9 ? 8'h00 :
a == 8'hea ? 8'h00 :
a == 8'heb ? 8'h00 :
a == 8'hec ? 8'h00 :
a == 8'hed ? 8'h00 :
a == 8'hee ? 8'h00 :
a == 8'hef ? 8'h00 :
a == 8'hf0 ? 8'h00 :
a == 8'hf1 ? 8'h00 :
a == 8'hf2 ? 8'h00 :
a == 8'hf3 ? 8'h00 :
a == 8'hf4 ? 8'h00 :
a == 8'hf5 ? 8'h00 :
a == 8'hf6 ? 8'h00 :
a == 8'hf7 ? 8'h00 :
a == 8'hf8 ? 8'h00 :
a == 8'hf9 ? 8'h00 :
a == 8'hfa ? 8'h00 :
a == 8'hfb ? 8'h00 :
a == 8'hfc ? 8'h00 :
a == 8'hfd ? 8'h00 :
a == 8'hfe ? 8'hff :
  8'h00 
  };
endmodule
$ cat run.sh
#!/bin/bash
# OpenROAD 26Q1-2900-gdf79404cd8, Yosys 0.63+post, stock flow scripts
make -C /OpenROAD-flow-scripts/flow DESIGN_CONFIG=/design/flow/config.mk WORK_HOME=/design/flow/orfs finish
$ cat config.mk
export PLATFORM = sky130hd
export DESIGN_NAME = mem_rom
export DESIGN_NICKNAME = mem_rom
export VERILOG_FILES = /design/flow/design.v
export SDC_FILE = /design/flow/constraint.sdc
export NUM_CORES = 4
export LEC_CHECK = 1
export CORE_AREA = 10 10 104 104
export DIE_AREA = 0 0 114 114
$ cat constraint.sdc
current_design mem_rom

set clk_period 5.1
set clk_io_pct 0.2

create_clock -name clk0 -period $clk_period

set non_clock_inputs [all_inputs -no_clocks]
set_input_delay [expr $clk_period * $clk_io_pct] -clock clk0 $non_clock_inputs
set_output_delay [expr $clk_period * $clk_io_pct] -clock clk0 [all_outputs]
==> run summary <==
Update from the flow run.

In the final timing run, aggregate negative setup slack is 0 ps. The type of element capturing the critical path is a primary output. STA on the placed design reports a worst setup slack of 420 ps. The global-route usage over all layers is 7.65%. The routability congestion estimate is 0.988. The transition time recorded at the tightest slew-check pin is 543 ps. The flow ran to the end, and the final reports show no timing, DRC or antenna violations. Setup repair after global routing left no endpoint under its margin. The sequential cell count is 0.

The number of warning messages in the logs is 32. In this run the most critical hold path is launched from sel. The worst hold path stage count is 3. The via count of the first global-routing pass came to 1598. The least setup slack across all paths after layout is 384 ps. Setup violations remaining at the end of the flow were counted as 0. According to the report, the first pass of detailed routing completed in 4 iterations.

Per the cell usage report, the commonest logic cell in the layout is nor2_1. A synthesized cell averages 6.27 um^2. The post-synthesis to final-layout area growth is 18.5%. The quantity of hold-fixing buffers added after cts is 0. Once iteration 0 of detailed routing completed, the report listed 440 DRC markers. For this sky-water flow run, the detailed-routed wirelength per cell is reported as 15.6 um. By instance count after routing, the leading logic cell types are nor2_1 (20), clkdlybuf4s50_1 (17), nand2_1 (16), o21ai_0 (16), nand3_1 (14). The synthesized netlist was found by Yosys to have 225 cells. The ratio of final minimum period to clock period is 92.5%. The number of warning messages in the yosys log is 0. STA shows the worst min-delay path finishing at dout[3].

The die is 114 um wide. The number of antenna violations at the first check in global routing was 0. The data arrival time of the worst path is 3700 ps. The gate-level netlist out of Yosys references 61 unique cell types.

The area enclosed by the die boundary is 0.0130 mm^2. The worst min-delay path category is input port to primary output. The initial core utilization is 16.3%. In this run the remaining antenna-violating nets after routing total 0. The number of ports placed on the die boundary is 17.

Detailed placement ended at an HPWL of 3850 um. The smallest clock period supported by the final layout is computed as 4720 ps. The launching element type of the critical path is an input port. The tally of filler cells in the layout is 997.

The via count normalized by instance count is 5.65. The synthesized area is 0.00141 mm^2. The gate count of the mapped netlist is 225. The sequential cells in the finished layout cover a total of 0 um^2. After clock tree synthesis, the repair step resized 0 gates. The post-route netlist has 12.4% of its cells at a drive strength greater than 1. The achievable frequency is 212 MHz. In the post-route report, total wirelength is listed as 5220 um.

Summing the sequential cell areas from Yosys gives 0% of the chip area. The count of buffers added by post-CTS timing repair for setup is 0. The number of clock buffer instances in the layout is 0. In the setup report, the worst path falls into the class input port to primary output.

The largest net degree at the start of global routing is 27. Across the VDD grid, the largest voltage drop is 0.0509 mV. The synthesized netlist has a Yosys-reported chip area of 0.00141 mm^2. Endpoints failing hold in the final report were tallied at 0. The floorplan has 34 rows. Per the detail_route report, inserted antenna diodes total 0. The wire length of the first global-routing pass is 8560 um. The die height is 114 um. Per the slew report, the remaining headroom to the max-slew limit stands at 63.6%. The number of buffer cells added on primary ports is 17. Global routing finished with a remaining overflow of 0. The data required time at the worst endpoint is 4080 ps. The largest fanout on the critical path is 26. The power report puts the leakage power at 0.513 nW.

The power density relative to cell area is 65.8 mW/mm^2. The via count of the routed design is 1886. The report counts max-capacitance violations totalling 0.

The core region is 0.00868 mm^2. TritonRoute reported its final design rule violation total as 0. Max-slew check failures listed in the final report amount to 0.
kinds of logic after synthesis:
| group | count (synthesis) | share of synthesized area (%) |
|---|---|---|
| AND/OR/NAND/NOR | 112 | 45.9 |
| AND-OR/OR-AND | 76 | 38.5 |
| buffers and inverters | 31 | 11.4 |
| XOR/XNOR | 3 | 1.86 |
| multiplexers | 3 | 2.30 |
how the worst max path moves through the flow:
| stage | cells after the start | to | slack [ps] | from |
|---|---|---|---|---|
| 6_report | 8 | dout[1] | 380 | a[2] |
| 5_1_grt | 8 | dout[5] | 150 | a[5] |
| 4_1_cts | 8 | dout[2] | 410 | a[0] |
through the flow:
| step | power, mW | util, % | hold slack, ps | instances | area (um^2) |
|---|---|---|---|---|---|
| after floorplan | 0.0734 | - | 2250 | 225 | 1410 |
| after global placement | 0.109 | 19.3 | 3240 | 334 | 1670 |
| after detailed placement | 0.107 | 19.3 | 3230 | 334 | 1670 |
| after CTS | 0.108 | 19.3 | 3250 | 334 | 1670 |
| after global routing | 0.119 | 19.3 | 3290 | 334 | 1670 |
| final | 0.110 | 19.3 | 3230 | 334 | 1670 |
power breakdown:
| part | internal, mW | switching [mW] | total (mW) |
|---|---|---|---|
| Sequential | 0 | 0 | 0 |
| Clock | 0 | 0 | 0 |
| Combinational | 0.0450 | 0.0650 | 0.110 |
layout make-up:
cell class / instances / area, um^2 / area share [%]
timing repair buffer: 30 / 280 / 16.8
inverter: 2 / 7.51 / 0.449
multi-input combinational: 194 / 1250 / 74.7
tap: 108 / 135 / 8.08
synthesized netlist by cell type, types with 3 or more instances:
master    number  area, um^2
nor2_1        20        75.1
buf_2         18        90.1
nand2_1       16        60.1
o21ai_0       16        80.1
nand3_1       14        70.1
nand2b_1      13        81.3
a31oi_1        8        50.1
nor3_1         8        40.0
a21oi_1        6        30.0
clkbuf_1       6        22.5
o22ai_1        6        37.5
a211oi_1       5        37.5
nor2b_1        5        31.3
nor4_1         5        31.3
nand3b_1       4        30.0
o311a_1        4        40.0
or2_2          4        25.0
nand4_1        3        18.8
o21a_1         3        22.5
o32ai_1        3        26.3
or3_1          3        18.8
xnor2_1        3        26.3
worst max-delay path, cell delays in order:
cell,delay [ps]
clkdlybuf4s50_1,760
buf_4,360
nor2b_1,160
a2111oi_0,460
a41oi_1,110
nand3_1,150
o311a_1,200
clkdlybuf4s50_1,490
routing by layer:
metal | up-vias | wire length [um] | track usage, %
met5 | - | 0 | 0
met4 | 0 | 23 | 0.835
met2 | 134 | 2240 | 10.9
li1 | 875 | - | -
met1 | 873 | 2440 | 12.2
met3 | 4 | 524 | 0.797
Power is estimated from default activity; no workload was simulated.
